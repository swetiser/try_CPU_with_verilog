==> flow/design.v <==
module mux4x32 (a0, a1, a2, a3, s, y);
  input [31:0] a0, a1, a2, a3;     
  input [1:0] s;                   
  output [31:0] y;                 
  function [31:0] select;          
    input [31:0] a0,a1,a2,a3;
    input [1:0] s;
    case (s)
      2'b00: select = a0;
      2'b01: select = a1;
      2'b10: select = a2;
      2'b11: select = a3;
    endcase
  endfunction
  assign y = select(a0,a1,a2,a3,s);
endmodule
==> flow/run.sh <==
#!/bin/bash
# OpenROAD 26Q1-2900-gdf79404cd8, Yosys 0.63+post, stock flow scripts
make -C /OpenROAD-flow-scripts/flow DESIGN_CONFIG=/design/flow/config.mk WORK_HOME=/design/flow/orfs finish
==> flow/config.mk <==
export PLATFORM = sky130hd
export DESIGN_NAME = mux4x32
export DESIGN_NICKNAME = mux4x32
export VERILOG_FILES = /design/flow/design.v
export SDC_FILE = /design/flow/constraint.sdc
export NUM_CORES = 4
export LEC_CHECK = 1
export CORE_AREA = 10 10 95 95
export DIE_AREA = 0 0 105 105
==> flow/constraint.sdc <==
current_design mux4x32

set clk_period 1.1
set clk_io_pct 0.2

create_clock -name clk0 -period $clk_period

set non_clock_inputs [all_inputs -no_clocks]
set_input_delay [expr $clk_period * $clk_io_pct] -clock clk0 $non_clock_inputs
set_output_delay [expr $clk_period * $clk_io_pct] -clock clk0 [all_outputs]
==> GITHUB_STEP_SUMMARY <==
### Flow metrics

| Metric | Value |
|---|---|
| Outcome | `finished, violations left` |
| Failing checks | `negative setup slack` |
| First-pass GRT wire length | `9.52 mm` |
| FF+latch area | `0 sq um` |
| Routed vias | `1246` |
| Die W | `105 um` |
| FILL cells | `764` |
| Final slew viol count | `0` |
| Rel. slew slack | `88.8%` |
| Distinct lib cells | `5` |
| Most used cell, CP | `buf_12` |
| GP Congestion | `0.820` |
| Core area | `6910 sq um` |
| # Cells Yosys | `39` |
| Critical path arrival | `1.19 ns` |
| Largest net degree at the start of global routing | `14` |
| Vias per cell | `4.06` |
| Initial drt markers | `18` |
| Worst-margin pin slew | `0.168 ns` |
| Initial antenna violation count | `5` |
| Vias in the first global route | `1545` |
| IO Count | `162` |
| Worst path bufs/invs | `4` |
| Total GRT Usage | `11.3%` |
| Post-CTS Hold Fix Bufs | `0` |
| Layout cells sized above 1 | `38.2%` |
| Gate Count Post-Synth | `39` |
| ANT nets after route | `0` |
| Final WL | `6.44 mm` |
| CLK BUF | `0` |
| Power Total | `0.790 mW` |
| Num rows | `30` |
| Yosys warning tally | `1` |
| Final Hold Vio Count | `0` |
| Power share of the combinational group | `100.0%` |
| Peak supply drop | `134 uV` |
| Crit Path Class | `in -> out` |
| GRT overflow | `0` |
| Worst endpoint required time | `0.88 ns` |
| First drt pass iteration count | `4` |
| Register area share after synthesis | `0%` |
| CP Launch Type | `input port` |
| Clock group share of total power | `0%` |
| Setup_tns | `-8.13 ns` |
| Leakage power | `1.13 nW` |
| Switching share of power | `26.7%` |
| Switch Pwr | `0.211 mW` |
| Setup slack after layout | `-0.307 ns` |
| Max FO, Critical Path | `8` |
| Worst Hold Class | `in -> out` |
| Crit path time final | `1.41 ns` |
| Final setup vio count | `32` |
| Achievable clock frequency | `0.711 GHz` |
| DRC Markers | `0` |
| Crit-path cells | `buf_12 > buf_12 > buf_12 > mux4_2 > buf_2` |
| Fp_density | `11.8%` |
| Cycle use final | `128%` |
| Area grow syn2layout | `194%` |
| Stage-log warning count | `35` |
| Critical Path End Type | `primary output` |
| Flop pwr share | `0%` |
| Yosys Chip Area | `815 sq um` |
| Unrepaired setup endpoints after global routing | `true` |
| CP top delay family | `multiplexers` |
| Slowest stage cell, crit path | `mux4_2` |
| Pwr Density | `330 nW/um^2` |
| Mapped Avg Cell Area | `20.9 sq um` |
| Most common logic cell in the routed design | `dlygate4sd2_1` |
| I/O Buffers | `162` |
| Die height | `105 um` |
| Top Layout Cells | `dlygate4sd2_1 (126), mux4_2 (32), buf_2 (32)` |
| Die ar. | `11000 sq um` |
| Mapped cell area | `815 sq um` |
| CP max stage delay | `0.50 ns` |
| Max-Cap Viols | `0` |
| Internal Pwr Total | `0.579 mW` |
| Place WS | `-0.900 ns` |
| Avg WL per Cell | `21.0 um` |
| Flop count | `0` |
[layout make-up]
| type | count | area, sq um | share of cell area [%] |
|---|---|---|---|
| well taps | 96 | 120 | 5.01 |
| multi-input cells | 32 | 721 | 30.1 |
| repair buffers | 175 | 1550 | 64.5 |
| diodes | 4 | 10.0 | 0.418 |
[power by group through the flow]
stage	Clock [mW]	Combinational (mW)	Sequential (mW)
global route	0.000000121	0.860	0
finish	0.000000486	0.790	0
CTS	0	0.806	0
[worst paths after layout]
kind / startpoint / to / slack [ns] / depth (start not counted)
max: s[0] / y[25] / -0.31 / 5
min: a3[9] / y[9] / 0.91 / 3
[cells in the mapped netlist]
cell type  instances  area (sq um)
buf_12             3          60.1
buf_2              3          15.0
mux4_1             2          52.6
buf_6              1          11.3
mux4_2            30           676
[routing by layer]
metal  up-vias  track usage (%)  wire [um]  part of all wire (%)
met4         2                0          1                 0.016
met3         2             7.52       1060                    16
met5         -                0         13                  0.20
met1       566             13.6       2560                    40
met2       125             17.8       2810                    44
li1        551                -          -                     -
[stage by stage]
stage / hold WS [ns] / cell area [sq um] / utilization, % / cells
floorplan: 0.526 / 823 / - / 39
global placement: 1.38 / 2530 / 36.6 / 295
detailed placement: 1.37 / 2530 / 36.6 / 295
CTS: 0.925 / 2390 / 34.5 / 303
global route: 0.936 / 2390 / 34.6 / 304
finish: 0.910 / 2400 / 34.7 / 307
[logic make-up after synthesis]
| logic type | share of synthesized area [%] |
|---|---|
| buf+inv | 10.6 |
| mux | 89.4 |
[timing repair]
action	in CTS	in global routing
setup buffers	5	0
gates cloned	3	0
endpoints found under the setup margin	32	32
pin swaps	0	0
gates resized	250	1
Power figures rest on the tool's default switching activity, not on a simulated workload.
