==> /design/flow/run.sh <==
#!/bin/bash
# OpenROAD 26Q1-2900-gdf79404cd8, Yosys 0.63+post, stock flow scripts
make -C /OpenROAD-flow-scripts/flow DESIGN_CONFIG=/design/flow/config.mk WORK_HOME=/design/flow/orfs finish
==> /design/flow/config.mk <==
export PLATFORM = sky130hd
export DESIGN_NAME = mux2x32
export DESIGN_NICKNAME = mux2x32
export VERILOG_FILES = /design/flow/design.v
export SDC_FILE = /design/flow/constraint.sdc
export NUM_CORES = 4
export LEC_CHECK = 1
export CORE_AREA = 10 10 70 70
export DIE_AREA = 0 0 80 80
==> /design/flow/constraint.sdc <==
current_design mux2x32

set clk_period 1.0
set clk_io_pct 0.2

create_clock -name clk0 -period $clk_period

set non_clock_inputs [all_inputs -no_clocks]
set_input_delay [expr $clk_period * $clk_io_pct] -clock clk0 $non_clock_inputs
set_output_delay [expr $clk_period * $clk_io_pct] -clock clk0 [all_outputs]
==> /design/flow/design.v <==
module mux2x32 (a0,a1,s,y);    
  input [31:0] a0, a1;         
  input s;                     
  output [31:0] y;             
  assign y = s? a1 : a0;       
endmodule
==> reports/notes.md <==
Once the floorplan was initialized, standard cells occupied 15.9% of the core. For the global router's overall resource usage, the log shows 8.29%. The die is 80 µm wide. The number of clock buffer instances in the layout was 0.

The multiplexer share of the synthesized area is 86.9%, and the tally of buffers added on design ports is 97. For this run, the script counts the antenna cells in the layout as 0. The iteration count recorded for the first detailed-route pass is 2. The flow reports that combinational logic draws 100.0% of the design power. The flow ran to the end, but the final reports show violations. The run gives 0 for the final number of max-transition violations.

Among the non-sequential cells, multiplexers take the most area. The run gives 93.4% for the worst relative slew slack. With the per-instance average area after synthesis at 15.1 µm², the number of maximum-capacitance violations is 0. The routed design uses 1.43 mm of met2 wire. The worst setup path is captured at an output port. The run gives 99.2 ps for the transition time at the pin with the least slew margin. The run gives 544 µm² as the synthesized chip area reported by yosys.

The internal power summed over all cells is 0.478 mW, and the reported net switching power is 0.138 mW. The xor/xnor share of the synthesized area is 0%. For the completed layout, the total cell area is recorded as 1570 µm². The tools report the wire length of the first global-routing pass as 4.31 mm.

Per the detailed-route log, wirelength across all metal layers totals 2.92 mm. The script extracted a total leakage power of 0.852 nW. In the final layout, the share of cells above drive strength 1 is 52.6%.

The run gives 0 for the number of antenna violations at the first check in global routing. The synthesis log from Yosys contains 0 warnings. The non-filler instance count after layout is 181. Summing internal, switching and leakage power gives 0.616 mW. The area of the placeable core was 3420 µm². The run gives 811 for the via count of the first global-routing pass. The adder-cell share of the synthesized area came out at 0%. The post-route report lists met1 wire length as 1.19 mm. Timing would allow up to 0.908 GHz. Measured along the y axis, the die boundary spans 80 µm.

Total power normalized to cell area comes to 394 nW/µm². Setup slack after layout: -101 ps. The cell-mix breakdown from Yosys lists the simple-gate area share as 0%. In the Yosys report, the sequential cells make up 0% of the chip area. With the switching share of power at 22.5%, the total via count in the routed design is 720.

Per the layout report, the design carries 335 filler cells. The run gives 0 for the count of buffers added by post-CTS timing repair for setup. The remaining design rule violation count is 0. Cells fill 45.8% of the core in the end.

The data required time reported for the critical path is 800 ps. After routing, the total negative slack on setup checks comes to -2640 ps. With the arrival time at the worst endpoint at 900 ps, the post-placement cell count is 177. The power report attributes to the sequential group a share of 0%. By instance count after routing, the leading logic cell types are 64 x sky130_fd_sc_hd__dlygate4sd2_1, 32 x sky130_fd_sc_hd__mux2_4, 21 x sky130_fd_sc_hd__buf_6. The met3 wirelength from detailed routing is 278 µm, and the average wire length per cell after detail routing is 16.1 µm. Once detailed placement completed, the half-perimeter wirelength came to 2.41 mm. Per the GRT congestion report, total overflow comes to 0. For this design, the CTS-stage hold fixing added 0 buffers.

According to the cell report, flip-flops and latches in the layout number 0. Counting I/O delays and the setup requirement, the final critical path takes 1100 ps. Cell area after placement: 1540 µm².

The tools report the sequential standard cell area as 0 µm². Setup repair after global routing could not meet its margin everywhere. The synthesized netlist handed to floorplanning was reported with a cell count of 36. The die outline area is 6400 µm², and the share of synthesized cell area in and-or and or-and compound cells is 0%. The analysis reports a worst IR drop on VDD of 0.185 mV. The count of nets left with antenna violations once routing finished came out at 0.

Per the detail_route report, vias per standard cell equal 3.98. The setup path with the least slack is of type in -> out. The checks that failed: negative setup slack.

The share of total power dissipated in the clock network is 0%. The top routing layer in use was met4. The first routing iteration left 3 violations.

The area taken by multi-input combinational cells is reported as 480 µm². From synthesis to final layout, the design area changed by 188%. The synthesized netlist occupies a cell area of 544 µm². The worst setup path is launched from a primary input. The worst hold path begins at a0[25]. Site row count: 21.

At the end of routability-driven placement, the weighted congestion stood at 0.760. Across all stage logs, warnings added up to 34. For reference, the critical path is launched at s. The type of the tightest min-delay check was in -> out. The largest net degree at the start of global routing is 10, and the maximum fanout encountered on the critical timing path is 6. The number of library cell types mapped by synthesis came out at 4. Pin placement for this block handled 97 I/O pins. OpenROAD reports that the post-layout worst path occupies 110% of the period. The final hold violation count was 0. For this design, Yosys synthesis ends with a cell count of 36. STA shows the worst min-delay path finishing at y[25]. Most frequent logic cell in the layout: sky130_fd_sc_hd__dlygate4sd2_1. Endpoints with negative setup slack in the final report add up to 32. The cell depth of the worst min-delay path works out to 3.
per-layer routing:
metal  global-route usage, %  up-vias
met5                       0        -
met4                   0.704        0
met3                    2.50        2
met2                    13.9       53
met1                    10.5      323
li1                        -      342
power by group through the flow:
stage | clock, mW | combinational (mW) | sequential [mW]
4_1_cts | 0 | 0.593 | 0
5_1_grt | 0 | 0.662 | 0
6_report | 0 | 0.616 | 0
metrics by stage:
step                      hold WS, ps  setup slack (ps)
after global placement           1330              -492
after global routing              807              -110
after floorplan                   498              66.9
after CTS                         800             -91.8
final                             794              -101
after detailed placement         1330              -496
cells in the mapped netlist (all sizes together):
| cell | instances | area [µm²] |
|---|---|---|
| buf | 4 | 71.3 |
| mux2 | 32 | 473 |
worst max path at each step:
stage	end	slack, ps	cells after the start
6_report	y[26]	-100	4
5_1_grt	y[26]	-110	4
4_1_cts	y[2]	-90	4
area by class of cell:
cell class | instances | share of cell area (%)
well taps | 46 | 3.68
repair buffers | 103 | 65.6
multi-input cells | 32 | 30.7
worst max-delay path, cell delays in order:
cell and delay (ps):
sky130_fd_sc_hd__buf_16 130, sky130_fd_sc_hd__clkbuf_16 160, sky130_fd_sc_hd__mux2_4 300, sky130_fd_sc_hd__buf_6 110
repair_timing:
action,CTS,global route
cloned,3,1
endpoints found under the setup margin,32,32
resized,186,6
cell families (layout without fill, tap and decap cells):
group	count (synthesis)	in the layout
mux	32	32
buf+inv	4	103
Power and IR drop assume default switching activity.
